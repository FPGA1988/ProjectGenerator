[config.mk]
export PLATFORM = sky130hd
export DESIGN_NAME = clk_rst_module
export DESIGN_NICKNAME = clk_rst_module
export VERILOG_FILES = /design/flow/design.v
export SDC_FILE = /design/flow/constraint.sdc
export NUM_CORES = 4
export LEC_CHECK = 1
export CORE_AREA = 10 10 70 70
export DIE_AREA = 0 0 80 80
[constraint.sdc]
current_design clk_rst_module

set clk_period 1.7
set clk_io_pct 0.2

create_clock -name clk0 -period $clk_period

set non_clock_inputs [all_inputs -no_clocks]
set_input_delay [expr $clk_period * $clk_io_pct] -clock clk0 $non_clock_inputs
set_output_delay [expr $clk_period * $clk_io_pct] -clock clk0 [all_outputs]
[design.v]
`timescale 1ns/1ps
module clk_rst_module(
    input   wire            sclk_iic            , 
    input   wire            sclk_spi            , 
    input   wire            timer_clk           , 
    input   wire            test_en             , 
    input   wire            spi_en              , 
    input   wire            spi_cs_n            , 
    input   wire            por_rst_n           , 
    output  wire            timer_en            , 
    input   wire            ee_wbusy_comb       , 
    input   wire            ee_wdone            , 
    input   wire            por_cfg_done        , 
    input   wire            por_cfg_done_r      , 
    input   wire            spi_start_n_dly     , 
    input   wire            spi_dact_clr        , 
    input   wire            spi_data_clr        , 
    output  wire            iic_clk_s           , 
    output  wire            por_cfg_clk         , 
    output  wire            mode_cfg_clk        , 
    output  wire            iic_rst_n           , 
    output  wire            spi_rst_n           , 
    input   wire            iic_sw_rst_n        , 
    input   wire            iic_valid           , 
    input   wire            iic_start_pulse     , 
    input   wire            scl_in_data         , 
    input   wire            iic_sw_rst_n_dly    , 
    input   wire            iic_start_rising_r  , 
    output  wire            iic_clk_c           , 
    output  wire            iic_sys_rst_n       , 
    output  wire            iic_frm_rst_n       , 
    output  wire            iic_wbusy_rst_n     , 
    output  wire            iic_start_pulse_clr , 
    output  wire            iic_sw_rst_clr      , 
    output  wire            iic_start_clr       , 
    output  wire            iic_ext_rst_n       , 
    input   wire            spi_hold_n          , 
    input   wire            spi_start           , 
    output  wire            spi_gated_control   , 
    output  wire            spi_clk_c           , 
    output  wire            spi_sr_clk          , 
    output  wire            spi_frm_rst_n       , 
    output  wire            spi_wbusy_rst_n     , 
    output  wire            spi_start_clr       , 
    output  wire            spi_wren_rst_n      , 
    output  wire            spi_tx_rst_n        , 
    output  wire            spi_data_rst_n      , 
    output  wire            spi_dact_rst_n        
);
    reg                     spi_gated_control   ;
    wire                    spi_clk_s           ;
    wire                    spi_en_n            ;
    wire                    sclk_spi_c          ;
    assign spi_en_n             = ~spi_en   ;
    assign timer_en             = por_rst_n & (~por_cfg_done_r | ee_wbusy_comb);
    assign sclk_spi_c           = sclk_spi & (~spi_cs_n);
    assign por_cfg_clk          = por_cfg_done_r ? iic_clk_c : timer_clk    ;
    assign mode_cfg_clk         = spi_en ? sclk_spi_c : sclk_iic            ;
    assign iic_clk_s            = spi_en_n & sclk_iic                       ;
    assign iic_clk_c            = (iic_rst_n & iic_valid & (~ee_wdone)) ? iic_clk_s : 1'b1  ;
    assign iic_rst_n            = por_rst_n & spi_en_n & por_cfg_done       ;
    assign iic_sys_rst_n        = iic_rst_n & iic_sw_rst_n              ;
    assign iic_frm_rst_n        = iic_sys_rst_n & (~ee_wdone) & (~iic_start_pulse)  ;
    assign iic_wbusy_rst_n      = iic_rst_n & (~ee_wdone)               ;
    assign iic_start_pulse_clr  = iic_sys_rst_n & scl_in_data       ;
    assign iic_sw_rst_clr       = iic_rst_n & iic_sw_rst_n_dly      ;
    assign iic_start_clr        = iic_sys_rst_n & (~iic_start_rising_r) ;
    assign iic_ext_rst_n        = iic_wbusy_rst_n & iic_sys_rst_n & test_en ;
    assign spi_clk_s            = spi_en & sclk_spi_c   ;
    always @(*) begin : LATCH_SPI_GATED_CLK
        if(~spi_clk_s)
            spi_gated_control   = spi_hold_n        ;
        else
            spi_gated_control   = spi_gated_control ;
    end
    assign spi_clk_c    = spi_gated_control & spi_clk_s ;
    assign spi_sr_clk   = por_cfg_done_r ? spi_cs_n : timer_clk;
    assign spi_rst_n    = por_rst_n & spi_en & por_cfg_done ;
    assign spi_frm_rst_n    = spi_rst_n & (ee_wdone) & (spi_start)  ;
    assign spi_wbusy_rst_n  = spi_rst_n & (ee_wdone);
    assign spi_start_clr    = spi_rst_n & spi_start_n_dly;
    assign spi_wren_rst_n   = spi_rst_n & (ee_wbusy_comb);
    assign spi_tx_rst_n     = spi_frm_rst_n & (~spi_cs_n);
    assign spi_data_rst_n   = (spi_frm_rst_n | ee_wbusy_comb) & (spi_data_clr);
    assign spi_dact_rst_n   = (spi_frm_rst_n | ee_wbusy_comb) & (spi_dact_clr);
endmodule    
[run.sh]
#!/bin/bash
# OpenROAD 26Q1-2900-gdf79404cd8, Yosys 0.63+post, stock flow scripts
make -C /OpenROAD-flow-scripts/flow DESIGN_CONFIG=/design/flow/config.mk WORK_HOME=/design/flow/orfs finish
==> load_flow_metrics.sql <==
-- physical implementation figures
INSERT INTO impl_metrics (metric_group, metric, value, unit) VALUES
('hold_path', 'hp-class', 'primary input to primary output', ''),
('floorplan', 'die.size.y', '80', 'um'),
('timing', 'min_period', '1.687', 'ns'),
('power', 'worst_ir_drop_vdd', '0.02268', 'mV'),
('timing', 'setup_tns', '0', 'ns'),
('synthesis', 'post_synth_num_cell_types', '19', ''),
('floorplan', 'floorplan_die_area', '0.006400', 'mm2'),
('worst_setup_path', 'timing.critical_path.max_delay_family', 'buffers and inverters', ''),
('worst_setup_path', 'worstSetupEndpoint', 'iic_sw_rst_clr', ''),
('flow_run', 'warnings', '33', ''),
('timing', 'worst_pin_slew', '0.1654', 'ns'),
('placed_design', 'dp_hpwl', '1452', 'um'),
('final_layout', 'drive_above_1_share', '20.69', '%'),
('worst_setup_path', 'worst-setup-path-type', 'primary input to primary output', ''),
('final_layout', 'layout_top_cells_excl_fill_tap', '22 x sky130_fd_sc_hd__clkdlybuf4s50_1, 18 x sky130_fd_sc_hd__dlygate4sd2_1', ''),
('final_layout', 'most_frequent_logic_cell_in_the_layout', 'sky130_fd_sc_hd__clkdlybuf4s50_1', ''),
('power', 'cell_leakage_power', '0.3621', 'nW'),
('worst_setup_path', 'critPathSlowestCell', 'sky130_fd_sc_hd__clkdlybuf4s50_1', ''),
('floorplan', 'fp-row-count', '21', ''),
('timing', 'timing.fmax', '592.6', 'MHz'),
('route', 'antenna_violating_nets_post_route', '0', ''),
('synthesis', 'synthCells', '37', ''),
('timing', 'final-setup-viol-count', '0', ''),
('worst_setup_path', 'worst_setup_end_kind', 'primary output', ''),
('final_layout', 'area_growth_syn_to_layout', '234.6', '%'),
('worst_setup_path', 'critical_path.cell_chain', 'clkdlybuf4s50_1, and2_1, clkdlybuf4s50_1', ''),
('timing', 'rsz_0062_raised_after_global_routing', 'no', ''),
('global_routing', 'antenna_found_initial', '0', ''),
('timing', 'layout_worst_path_cycle_share', '99.26', '%'),
('floorplan', 'floorplan.core_util', '6.557', '%'),
('outcome', 'status', 'finished, final reports clean', ''),
('placed_design', 'place.detailed.instances', '131', ''),
('global_routing', 'grt_pass1_vias', '403', ''),
('floorplan', 'ios', '46', ''),
('worst_setup_path', 'cp_common_cell', 'sky130_fd_sc_hd__clkdlybuf4s50_1', ''),
('timing', 'unconstrained_endpoints', '2', ''),
('route', 'routed-via-count', '444', ''),
('synthesis', 'synth.cellmix.adderShare', '0', '%'),
('worst_setup_path', 'cp.arrival', '1.35', 'ns'),
('global_routing', 'grt_max_degree', '7', ''),
('placed_design', 'placement.io_buffers', '46', ''),
('power', 'pwr_density', '151.4', 'mW/mm2'),
('global_routing', 'grt_overflow_total', '0', ''),
('global_routing', 'grt_usage', '4.343', '%'),
('route', 'detail_route.antenna_diodes', '0', ''),
('synthesis', 'postSynthRegisterBits', '1', ''),
('route', 'via_per_inst', '3.338', ''),
('global_routing', 'wire_length_of_the_first_global_routing_pass', '2208', 'um'),
('worst_setup_path', 'worst_setup_path_start_kind', 'primary input', ''),
('worst_setup_path', 'timing.critical_path.from', 'iic_sw_rst_n_dly', ''),
('worst_setup_path', 'path_max_fanout', '1', ''),
('route', 'detail_route.drc_violations', '0', ''),
('synthesis', 'yosys-mux-area-fraction', '5.028', '%'),
('worst_setup_path', 'cp.depth', '3', ''),
('route', 'drt-initial-drc-count', '10', ''),
('timing', 'max_slew_margin', '88.91', '%'),
('synthesis', 'synth_stat.cells', '37', ''),
('route', 'drtPass1Iterations', '4', ''),
('synthesis', 'xor_share', '0', '%'),
('floorplan', 'core', '0.003416', 'mm2'),
('synthesis', 'synthesis.area', '224.0', 'um2'),
('final_layout', 'final_cell_count_no_fill', '133', ''),
('synthesis', 'area_share_of_and_or_nand_nor_cells_after_synthesis', '67.60', '%'),
('timing', 'unclocked_pins', '1', ''),
('timing', 'timing.final.hold_violations', '0', ''),
('route', 'wl_per_cell', '11.95', 'um'),
('synthesis', 'synthTopLogicFamily', 'simple AND/OR/NAND/NOR gates', ''),
('flow_run', 'max_cap_violations', '0', ''),
('timing', 'finalMaxSlewViolations', '0', '');
==> worst min-delay path, cell delays in order <==
cell	delay [ns]
sky130_fd_sc_hd__buf_2	0.15
sky130_fd_sc_hd__buf_4	0.14
sky130_fd_sc_hd__nor3_2	0.03
sky130_fd_sc_hd__buf_2	0.10
==> power breakdown <==
| group | leakage (nW) | total (mW) | switching [mW] | internal, mW |
|---|---|---|---|---|
| sequential | 0.00811 | 0.00111 | 0.0000681 | 0.00104 |
| combinational | 0.354 | 0.112 | 0.0354 | 0.0770 |
| clock | 0 | 0 | 0 | 0 |
==> synthesized netlist by cell type (all sizes together) <==
cell type  instances  area (um2)
a21boi             1       7.510
a31oi              1       6.260
and2               5       31.28
and2b              1       7.510
and3               1       6.260
and3b              2       17.52
buf                1       11.26
dlxtn              1       15.01
inv                3       11.26
mux2               1       11.26
nand2              3       11.26
nand3              4       20.02
nand4b             1       8.760
nor2               5       18.77
nor2b              1       6.260
nor3               2       10.01
nor3b              1       7.510
o21ai              2       10.01
or2                1       6.260
==> timing repair <==
item	in CTS	in global routing
cloned	0	0
buffers inserted	4	0
resized	47	5
hold buffers	0	0
setup endpoints to repair	23	5
pin swaps	9	2
==> cells by family after synthesis <==
logic type | Yosys count
AND/OR/NAND/NOR | 27
AND-OR/OR-AND | 4
buffers and inverters | 4
multiplexers | 1
latches | 1
==> metal layers <==
layer  track usage (%)  share of wire (%)
met1             5.149                 40
met2             7.705                 48
met3             1.591                 12
met4                 0                  0
met5                 0                  0
==> through the flow <==
step	utilization (%)	cell area [um2]	power (mW)	setup WS, ns	hold WS [ns]
CTS	22.27	760.7	0.1169	-0.1103	1.201
floorplan	-	224.0	0.02128	0.5994	0.6929
detailed placement	22.05	753.2	0.1249	-0.5094	1.585
global route	21.94	749.5	0.1245	0.0007738	1.140
global placement	22.05	753.2	0.1251	-0.4668	1.584
finish	21.94	749.5	0.1135	0.01263	1.108
==> how the worst min path moves through the flow <==
stage / endpoint / from / cells after the start
4_1_cts: mode_cfg_clk / sclk_iic / 4
6_report: iic_frm_rst_n / ee_wdone / 4
5_1_grt: iic_frm_rst_n / ee_wdone / 4
==> final cells by class <==
type	instances	area (um2)
well taps	46	57.56
flip-flops and latches	1	15.01
fillers	380	2666
repair buffers	51	451.7
inverters	3	11.26
multi-input cells	32	214.0
Power and IR drop assume default switching activity.

--- flow/design.v ---
`timescale 1ns/1ps
module if_sel_module(
    input   wire                    spi_en              , 
    input   wire                    por_cfg_done        , 
    output  wire                    test_disable        , 
    output  wire                    padout              , 
    output  wire                    out_en              , 
    output  wire    [15:00]         ee_addr             , 
    output  wire    [05:00]         bit_sel             , 
    output  wire                    rd_en               , 
    output  wire                    vs_en               , 
    output  wire                    rdbuf_en            , 
    output  wire                    d_active            , 
    output  wire                    cin                 , 
    output  wire                    clr_dl              , 
    output  wire                    alleven             , 
    output  wire                    allodd              , 
    output  wire                    tcode_sel           , 
    output  wire                    tm_wall             , 
    output  wire                    tm_icell            , 
    output  wire                    tm_iref             , 
    output  wire                    tm_extiref          , 
    output  wire                    tm_hv               , 
    output  wire                    extclk_en           , 
    output  wire                    extvpp_en           , 
    output  wire                    ecc_enable          , 
    output  wire                    wr_roll_over        , 
    output  wire                    ecc_bist3           , 
    output  wire    [37:00]         if_data_out         , 
    output  wire                    ee_wbusy_s          , 
    input   wire                    por_rd_en           , 
    input   wire                    por_vs_en           , 
    input   wire    [15:00]         por_ee_addr         , 
    input   wire                    por_tc_sel          , 
    input   wire                    por_clr_dl          , 
    input   wire                    iic_ecc_en          , 
    input   wire                    iic_wr_roll_over    , 
    input   wire                    iic_tcmd_ecc_bist3  , 
    input   wire    [37:00]         iic_data_out        , 
    input   wire                    iic_test_disable    , 
    input   wire                    iic_sda_out         , 
    input   wire    [15:00]         iic_ee_addr         , 
    input   wire                    iic_rd_en           , 
    input   wire                    iic_vs_en           , 
    input   wire                    iic_rdbuf_en        , 
    input   wire                    iic_d_active        , 
    input   wire                    iic_cin             , 
    input   wire                    iic_clr_dl          , 
    input   wire                    iic_allaven         , 
    input   wire                    iic_allodd          , 
    input   wire                    iic_tc_sel          , 
    input   wire    [05:00]         iic_bit_sel         , 
    input   wire                    iic_tm_wall         , 
    input   wire                    iic_tm_icell        , 
    input   wire                    iic_tm_iref         , 
    input   wire                    iic_tm_extiref      , 
    input   wire                    iic_tm_hv           , 
    input   wire                    iic_extclk_en       , 
    input   wire                    iic_extvpp_en       , 
    input   wire                    iic_ee_wbusy        , 
    input   wire                    spi_gated_control   , 
    input   wire                    spi_ecc_en          , 
    input   wire                    spi_wr_roll_over    , 
    input   wire                    spi_tcmd_ecc_bist3  , 
    input   wire    [37:00]         spi_data_out        , 
    input   wire                    spi_test_disable    , 
    input   wire                    spi_sda_out         , 
    input   wire                    spi_sda_out_en      , 
    input   wire    [15:00]         spi_ee_addr         , 
    input   wire                    spi_rd_en           , 
    input   wire                    spi_vs_en           , 
    input   wire                    spi_rdbuf_en        , 
    input   wire                    spi_d_active        , 
    input   wire                    spi_cin             , 
    input   wire                    spi_clr_dl          , 
    input   wire                    spi_allaven         , 
    input   wire                    spi_allodd          , 
    input   wire                    spi_tc_sel          , 
    input   wire                    spi_tm_wall         , 
    input   wire                    spi_tm_hv           , 
    input   wire                    spi_ee_wbusy          
);
    assign if_data_out      = spi_en ? spi_data_out : iic_data_out;
    assign ee_wbusy_s       = iic_ee_wbusy | spi_ee_wbusy;
    assign bit_sel          = iic_bit_sel;
    assign rd_en            = por_cfg_done ? (spi_rd_en | iic_rd_en) : por_rd_en;
    assign vs_en            = por_cfg_done ? (spi_en ? spi_vs_en : iic_vs_en) : por_vs_en;
    assign rdbuf_en         = spi_rdbuf_en | iic_rdbuf_en;
    assign tcode_sel        = por_cfg_done ? (spi_tc_sel | iic_tc_sel) : por_tc_sel;
    assign clr_dl           = por_cfg_done ? (spi_en ? spi_clr_dl : iic_clr_dl) : por_clr_dl;
    assign d_active         = iic_d_active | spi_d_active;
    assign cin              = iic_cin & spi_cin;
    assign alleven          = iic_allaven | spi_allaven;
    assign allodd           = iic_allodd | spi_allodd;
    assign tm_wall          = iic_tm_wall | spi_tm_wall;
    assign tm_icell         = iic_tm_icell;
    assign tm_iref          = iic_tm_iref;
    assign tm_extiref       = iic_tm_extiref;
    assign tm_hv            = iic_tm_hv | spi_tm_hv;
    assign extclk_en        = iic_extclk_en;
    assign extvpp_en        = iic_extvpp_en;
    assign ee_addr          = por_cfg_done ? (iic_ee_addr | spi_ee_addr) : por_ee_addr;
    assign padout           = spien ? spi_sda_out : iic_sda_out;
    assign out_en           = spi_sda_out_en & spi_gated_control;
    assign ecc_bist3        = iic_tcmd_ecc_bist3 | spi_tcmd_ecc_bist3;
    assign ecc_enable       = spi_en ? spi_ecc_en : iic_ecc_en;
    assign wr_roll_over     = spi_en ? spi_wr_roll_over : iic_wr_roll_over;
    assign test_disable     = iic_test_disable | spi_test_disable;
endmodule    
--- flow/constraint.sdc ---
current_design if_sel_module

set clk_period 1.0
set clk_io_pct 0.2

create_clock -name clk0 -period $clk_period

set non_clock_inputs [all_inputs -no_clocks]
set_input_delay [expr $clk_period * $clk_io_pct] -clock clk0 $non_clock_inputs
set_output_delay [expr $clk_period * $clk_io_pct] -clock clk0 [all_outputs]
--- flow/run.sh ---
#!/bin/bash
# OpenROAD 26Q1-2900-gdf79404cd8, Yosys 0.63+post, stock flow scripts
make -C /OpenROAD-flow-scripts/flow DESIGN_CONFIG=/design/flow/config.mk WORK_HOME=/design/flow/orfs finish
--- flow/config.mk ---
export PLATFORM = sky130hd
export DESIGN_NAME = if_sel_module
export DESIGN_NICKNAME = if_sel_module
export VERILOG_FILES = /design/flow/design.v
export SDC_FILE = /design/flow/constraint.sdc
export NUM_CORES = 4
export LEC_CHECK = 1
export CORE_AREA = 10 10 108 108
export DIE_AREA = 0 0 118 118
==> results.yml <==
# implementation run metrics
logic_synthesis:
  synth_stat.cells: 132
  mappedNetlistArea_um2: 1100
  chip_area_line_of_the_yosys_report_um2: 1100
  synthesis.yosys.warnings: 2
  post_synth_main_area_contributors: "mux2_4 52%, nor2_1 13%, a21oi_1 9.1%"
  top_cell_area_share_pct: 52.0
  synth.distinct_cells: 12
  post_synth_seq_share_pct: 0
  syn_inst: 132
  syn_avg_cell_area_um2: 8.31
  top_area_cell: "mux2_4"
flow_run:
  max_cap_violations: 0
  openroad.warnings: 35
die:
  fp.coreArea_um2: 9280
  die_width_um: 118
  chipHeight_um: 118
  floorplan.io_pins: 260
  chip_area_um2: 13900
  initial_core_util_pct: 11.8
  floorplan.rows: 35
final_timing:
  setup_viol_count_final: 42
  timing.final.ws_setup_ns: -0.200
  maxSlewViolCount: 0
  rsz0062_at_grt: "yes"
  post-route-min-period_ns: 1.20
  worst_pin_slew_ns: 0.140
  finalCritPeriodShare_pct: 120
  finalSetupTns_ns: -4.54
  clock.fmax_mhz: 834
  max-slew-margin-rel_pct: 90.4
  report.final.hold_viol_count: 0
worst_setup_path:
  critPathMaxStageDelay_ns: 0.30
  critical_path_arrival_ns: 1.00
  most_frequent_cell_on_critical_path: "buf_12"
  critical-path-slowest-cell: "mux2_4"
  cp-end-kind: "output port"
  timing.setup.critical_path_class: "input pin to output port"
  cp_data_required_time_ns: 0.80
  setup.worst_path.start_class: "input pin"
  timing.critical_path.cells: "buf_12 > buf_12 > buf_12 > mux2_4 > buf_6"
  crit_fanout: 7
grt:
  vias_in_the_first_global_route: 2029
  gr-usage-all-layers_pct: 11.0
  first_pass_grt_wire_length_um: 12200
  gr-total-overflow: 0
  grt_antenna_before_repair: 0
  maximum_number_of_pins_on_one_net_before_global_route_repair: 21
placed_design:
  place_worst_setup_slack_ns: -0.865
  port-buffer-count: 235
  place_hpwl_um: 7230
  routability_congestion: 0.734
status:
  violations: "setup timing"
  run_status: "finished with violations"
layout:
  layout.sequential_cells: 0
  fill_cells: 1001
  synthToLayoutAreaGrowth_pct: 210
  total_area_of_multi_input_combinational_cells_um2: 991
  final.clkbuf_count: 0
  storage_cell_area_um2: 0
  drive_gt1_share_pct: 40.6
drt:
  routed-via-count: 1846
  drc: 0
  post_drt_wl_per_cell_um: 17.3
  viasPerCell: 3.80
  ant_nets: 0
  detail_route.iter0.violations: 22
  antenna_cells_inserted: 0
  first_pass_iters: 4
  postRouteWirelength_um: 8390
pwr:
  worst_ir_drop_vdd_v: 0.000165
  power.leakage_nw: 1.78
  p_per_area_nw_per_um2: 370
worst_hold_path:
  hold_path.class: "input pin to output port"
## critical path: cells and delay by family
kind | cells | cell delay (ns)
buf+inv | 4 | 0.49
mux | 1 | 0.30
## cells in the mapped netlist, drive strengths merged
master  count
nor2       38
buf        19
mux2       40
a21oi      20
or2         9
clkbuf      2
mux2i       2
and2        2
## where the power goes
group | leakage, nW | internal (mW) | switching [mW] | total [mW]
sequential | 0 | 0 | 0 | 0
clock | 0 | 0 | 0 | 0
combinational | 1.78 | 0.924 | 0.335 | 1.26
## cells by family after synthesis
kind of cell | count (synthesis) | share of synthesized area, %
AND-OR/OR-AND | 20 | 9.12
buffers and inverters | 21 | 15.7
multiplexers | 42 | 55.9
AND/OR/NAND/NOR | 49 | 19.3
## metal layers
metal | vias to the layer above | track usage, % | share of wire, %
li1 | 890 | - | -
met2 | 152 | 20.2 | 50
met1 | 802 | 11.4 | 36
met4 | 0 | 0.155 | 0.17
met3 | 2 | 5.83 | 13
met5 | - | 0 | 0
## stage by stage
stage / hold slack [ns] / power (mW) / instance area [µm²] / instances / utilization [%]
2_1_floorplan: 0.462 / 0.366 / 1100 / 132 / -
3_3_place_gp: 0.400 / 1.43 / 3480 / 478 / 37.5
3_5_place_dp: 0.400 / 1.43 / 3480 / 478 / 37.5
4_1_cts: 0.400 / 1.21 / 3260 / 485 / 35.1
5_1_grt: 0.400 / 1.36 / 3400 / 486 / 36.6
6_report: 0.400 / 1.26 / 3400 / 486 / 36.6
## repair_timing
action / CTS / global route
gates cloned: 5 / 1
gates resized: 411 / 23
buffers inserted: 2 / 0
hold buffers: 0 / 0
endpoints found under the setup margin: 71 / 46
pin swaps: 43 / 0
## layout by cell type, fill, tap and decap left out
master / netlist / routed
dlygate4sd2_1: 0 / 144
buf_2: 2 / 44
mux2_4: 38 / 39
nor2_1: 38 / 34
buf_6: 4 / 28
clkdlybuf4s50_1: 0 / 15
a21oi_1: 20 / 12
or2_4: 0 / 9
a21oi_2: 0 / 8
buf_16: 0 / 5
nor2_2: 0 / 4
buf_12: 1 / 4
and2_1: 2 / 2
mux2i_1: 2 / 2
dlymetal6s2s_1: 0 / 2
mux2_2: 2 / 1
clkbuf_16: 0 / 1
clkdlybuf4s15_1: 0 / 1
buf_8: 0 / 1
buf_4: 12 / 1
## final timing paths
check | endpoint | slack (ns) | start | cells after the start
worst min-delay path | bit_sel[0] | 0.40 | iic_bit_sel[0] | 0
worst max-delay path | if_data_out[27] | -0.20 | spi_en | 5
## final cells by class
| cell class | count | area share (%) |
|---|---|---|
| timing repair buffer | 246 | 66.1 |
| multi-input combinational | 111 | 29.1 |
| tap | 129 | 4.75 |
Power is estimated from default activity; no workload was simulated.

==> ./design.v <==
`timescale 1ns/1ps
module por_cfg_module(
    timer_clk           , 
    por_cfg_clk         , 
    por_rst_n           , 
    test_en             , 
    spi_en_s            , 
    spi_en_s_val        , 
    por_rd_en           , 
    por_vs_en           , 
    por_ee_addr         , 
    por_ee_data_e2l     , 
    por_tc_sel          , 
    por_clr_dl          , 
    por_cfg_done        , 
    por_cfg_done_r      , 
    iic_opt_reg_wr      , 
    iic_opt_reg_wdata   , 
    por_spi_sr          , 
    por_reg_set         , 
    spien_bit           , 
    trm_op              , 
    ee_op                 
);
    input                   timer_clk           ; 
    input                   por_cfg_clk         ; 
    input                   por_rst_n           ; 
    input                   test_en             ; 
    input                   spi_en_s            ; 
    input                   spi_en_s_val        ; 
    output                  por_rd_en           ; 
    output                  por_vs_en           ; 
    output  [15:00]         por_ee_addr         ; 
    input   [31:00]         por_ee_data_e2l     ; 
    output                  por_tc_sel          ; 
    output                  por_clr_dl          ; 
    output                  por_cfg_done        ; 
    output                  por_cfg_done_r      ; 
    input   [01:00]         iic_opt_reg_wr      ; 
    input   [07:00]         iic_opt_reg_wdata   ; 
    output  [03:00]         por_spi_sr          ; 
    output                  por_reg_set         ; 
    output                  spien_bit           ; 
    output  [01:00]         trm_op              ; 
    output  [10:00]         ee_op               ; 
    parameter   POR_IDLE        = 4'b0000   ;
    parameter   POR_NUM_CHECK_1 = 4'b0001   ;
    parameter   POR_NUM_CHECK_2 = 4'b0010   ;
    parameter   POR_NUM_CHECK_3 = 4'b0110   ;
    parameter   POR_NUM_CHECK_4 = 4'b0101   ;
    parameter   POR_RD_STATUS_1 = 4'b0111   ;
    parameter   POR_RD_STATUS_2 = 4'b0011   ;
    parameter   POR_RD_STATUS_3 = 4'b1011   ;
    parameter   POR_RD_TCODE_1  = 4'b1010   ;
    parameter   POR_RD_TCODE_2  = 4'b1000   ;
    parameter   POR_RD_TCODE_3  = 4'b1001   ;
    parameter   POR_RD_TCODE_4  = 4'b1101   ;
    parameter   POR_TEST_DET    = 4'b0100   ;
    parameter   POR_MODE_DET    = 4'b1100   ;
    parameter   POR_IF_SETUP    = 4'b1110   ;
    parameter   POR_CONFIG_DONE = 4'b1111   ;
    parameter   PRE_DEF_NUM     = 32'h3111_1511 ;
    reg                     spien_bit       ;
    reg                     por_rd_en       ;
    reg                     por_vs_en       ;
    reg                     por_clr_dl      ;
    reg                     por_tc_sel      ;
    reg     [01:00]         por_addr_low    ;
    reg     [01:00]         tmr_op          ;
    reg     [10:00]         ee_op           ;
    reg                     por_cfg_done    ;
    reg                     por_cfg_done_r1 ;
    reg                     por_cfg_done_r2 ;
    reg     [03:00]         por_spi_sr      ;
    reg                     por_reg_set     ;
    reg     [03:00]         por_cfg_state   ;
    reg     [03:00]         por_cfg_cnt     ;
    reg     [01:00]         por_test_en_r   ;
    reg     [01:00]         spi_en_s_r      ;
    reg     [01:00]         spi_en_s_val_r  ;
    always @(posedge timer_clk or negedge por_rst_n) begin
        if(!por_rst_n)
            por_test_en_r   <= 2'b00;
        else
            por_test_en_r   <= {por_test_en_r[0],test_en};
    end
    always @(posedge timer_clk or negedge por_rst_n) begin
        if(!por_rst_n)
            spi_en_s_r  <= 2'b00;
        else
            spi_en_s_r  <= {spi_en_s_r[0],spi_en_s};
    end
    always @(posedge timer_clk or negedge por_rst_n) begin
        if(!por_rst_n)
            spi_en_s_val_r  <= 2'b00;
        else
            spi_en_s_val_r  <= {spi_en_s_val_r[0],spi_en_s_val};
    end
    always @(posedge timer_clk or negedge por_rst_n) begin
        if(!por_rst_n) begin
            por_vs_en       <= 1'b0;
            por_rd_en       <= 1'b0;
            por_tc_sel      <= 1'b0;
            por_clr_dl      <= 1'b0;
            por_addr_low    <= 2'b00;
            por_cfg_cnt     <=  'd0;
            por_cfg_done    <= 1'b0;
            por_spi_sr      <=  'd0;
            por_reg_set     <= 1'b0;
            por_cfg_state   <= POR_IDLE;
        end
        else case(por_cfg_state)
            POR_IDLE    :   begin
                por_vs_en       <= 1'b0;
                por_rd_en       <= 1'b0;
                por_tc_sel      <= 1'b0;
                por_clr_dl      <= 1'b0;
                por_addr_low    <= 2'b00;
                por_cfg_cnt     <=  'd0;
                por_cfg_done    <= 1'b0;
                por_spi_sr      <=  'd0;
                por_reg_set     <= 1'b0;
                if(&por_cfg_cnt[3:0]) begin
                    por_clr_dl      <= 1'b0;
                    por_cfg_cnt     <=  'd0;
                    por_cfg_state   <= POR_NUM_CHECK_1;
                end
                else begin
                    por_clr_dl      <= 1'b1;
                    por_cfg_cnt     <= por_cfg_cnt + 1'b1;
                    por_cfg_state   <= POR_IDLE;
                end
            end
            POR_NUM_CHECK_1 :   begin
                por_vs_en       <= 1'b1;
                por_tc_sel      <= 1'b1;
                por_clr_dl      <= 1'b0;
                por_addr_low    <= 2'b01;
                por_cfg_state   <= POR_NUM_CHECK_2;
            end
            POR_NUM_CHECK_2 :   begin
                por_rd_en   <= 1'b1;
                if(&por_cfg_cnt[3:0]) begin
                    por_cfg_cnt     <=  'd0;
                    por_cfg_state   <= POR_NUM_CHECK_3;
                end
                else begin
                    por_cfg_cnt     <= por_cfg_cnt + 1'b1;
                    por_cfg_state   <= POR_NUM_CHECK_2;
                end
            end
            POR_NUM_CHECK_3 :   begin
                por_rd_en       <= 1'b0;
                por_cfg_state   <= POR_NUM_CHECK_4;
            end
            POR_NUM_CHECK_4 :   begin
                if(por_ee_data_e2l == PRE_DEF_NUM) begin
                    por_addr_low    <= 2'b10;
                    por_cfg_state   <= POR_RD_STATUS_1;
                end
                else begin
                    por_addr_low    <= 2'b01;
                    por_cfg_state   <= POR_TEST_DET;
                end
            end
            POR_TEST_DET    :   begin
                if(por_test_en_r[1])
                    por_cfg_state   <= POR_MODE_DET;
                else
                    por_cfg_state   <= POR_NUM_CHECK_2;
            end
            POR_MODE_DET    : begin
                if(spi_en_s_val_r[1])
                    por_cfg_state   <= POR_IF_SETUP;
                else
                    por_cfg_state   <= POR_MODE_DET;
            end
            POR_IF_SETUP    :   begin
                por_cfg_state   <= POR_CONFIG_DONE;
            end
            POR_RD_STATUS_1 :   begin
                por_rd_en   <= 1'b1;
                if(&por_cfg_cnt[3:0]) begin
                    por_cfg_cnt     <=  'd0;
                    por_cfg_state   <= POR_RD_STATUS_2;
                end
                else begin
                    por_cfg_cnt     <= por_cfg_cnt + 1'b1;
                    por_cfg_state   <= POR_RD_STATUS_1;
                end
            end
            POR_RD_STATUS_2 : begin
                por_rd_en       <= 1'b0;
                por_cfg_state   <= POR_RD_STATUS_3;
            end
            POR_RD_STATUS_3 :   begin
                por_rd_en       <= 1'b0;
                por_spi_sr      <= {por_ee_data_e2l[7],por_ee_data_e2l[4:2]};
                por_addr_low    <= 2'b11;
                por_cfg_state   <= POR_RD_TCODE_1;
            end
            POR_RD_TCODE_1  :   begin
                por_rd_en   <= 1'b1;
                if(&por_cfg_cnt[3:0]) begin
                    por_cfg_cnt     <=  'd0;
                    por_cfg_state   <= POR_RD_TCODE_2;
                end
                else begin
                    por_cfg_cnt     <= por_cfg_cnt + 1'b1;
                    por_cfg_state   <= POR_RD_TCODE_1;
                end
            end
            POR_RD_TCODE_2  :   begin
                por_rd_en       <= 1'b1;
                por_reg_set     <= 1'b0;
                por_cfg_done    <= 1'b0;
                por_cfg_state   <=POR_RD_TCODE_3;
            end
            POR_RD_TCODE_3  :   begin
                por_rd_en       <= 1'b0;
                por_addr_low    <= 2'b11;
                por_reg_set     <= 1'b0;
                por_cfg_done    <= 1'b1;
                por_cfg_state   <=POR_RD_TCODE_4;
            end
            POR_RD_TCODE_4  :   begin
                por_rd_en       <= 1'b0;
                por_addr_low    <= 2'b11;
                por_reg_set     <= 1'b1;
                por_cfg_done    <= 1'b1;
                por_cfg_state   <= POR_CONFIG_DONE;
            end
            POR_CONFIG_DONE :   begin
                por_rd_en       <= 1'b0;
                por_tc_sel      <= 1'b0;
                por_reg_set     <= 1'b0;
                por_cfg_done    <= 1'b1;
                por_cfg_state   <= POR_CONFIG_DONE;
            end
            default:;
        endcase
    end
    always @(posedge timer_clk or negedge por_rst_n) begin
        if(!por_rst_n) begin
            por_cfg_done_r1 <= 1'b0;
            por_cfg_done_r2 <= 1'b0;
        end
        else begin
            por_cfg_done_r1 <= por_cfg_done;
            por_cfg_done_r2 <= por_cfg_done_r1;
        end
    end
    assign por_cfg_done_r   = por_cfg_done_r2;
    assign por_ee_addr      = {12'hfff,por_addr_low,2'b00};
    always @(posedge por_cfg_clk or negedge por_rst_n) begin
        if(!por_rst_n) begin
            tmr_op[1:0] <= 2'h3;
            ee_op[10:0] <= 10'h11f;
        end
        else if(por_cfg_state == POR_RD_TCODE_3) begin
            tmr_op[1:0] <= por_ee_data_e2l[1:0];
            ee_op[10:0] <= por_ee_data_e2l[12:2];
        end
        else if(iic_opt_reg_wr[0]) begin
            tmr_op[1:0] <= iic_opt_reg_wdata[1:0];
            ee_op[5:0]  <= iic_opt_reg_wdata[7:2];
        end
        else if(iic_opt_reg_wr[1])
            ee_op[10:6]  <= iic_opt_reg_wdata[4:0];
        else begin
            tmr_op[1:0] <= tmr_op[1:0];
            ee_op[10:0] <= ee_op[10:0];
        end
    end
    always @(posedge timer_clk or negedge por_rst_n) begin
        if(!por_rst_n)
            spien_bit   <= 1'b0;
        else if(por_cfg_state == POR_IF_SETUP)
            spien_bit   <= spi_en_s_r[1];
        else if(por_cfg_state == POR_RD_TCODE_3)
            spien_bit   <= |por_ee_data_e2l[25:24];
        else
            spien_bit   <= spien_bit;
    end
endmodule    
==> ./run.sh <==
#!/bin/bash
# OpenROAD 26Q1-2900-gdf79404cd8, Yosys 0.63+post, stock flow scripts
make -C /OpenROAD-flow-scripts/flow DESIGN_CONFIG=/design/flow/config.mk WORK_HOME=/design/flow/orfs finish
==> ./config.mk <==
export PLATFORM = sky130hd
export DESIGN_NAME = por_cfg_module
export DESIGN_NICKNAME = por_cfg_module
export VERILOG_FILES = /design/flow/design.v
export SDC_FILE = /design/flow/constraint.sdc
export NUM_CORES = 4
export LEC_CHECK = 1
export CORE_UTILIZATION = 50
==> ./constraint.sdc <==
current_design por_cfg_module

set clk_period 3.1
set clk_io_pct 0.2

create_clock -name clk0 -period $clk_period [get_ports {por_cfg_clk}]
create_clock -name clk1 -period $clk_period [get_ports {timer_clk}]

set non_clock_inputs [all_inputs -no_clocks]
set_input_delay [expr $clk_period * $clk_io_pct] -clock clk0 $non_clock_inputs
set_output_delay [expr $clk_period * $clk_io_pct] -clock clk0 [all_outputs]
==> impl_metrics.tcl <==
# place-and-route summary
set metrics [dict create \
    status "finished clean" \
    setup_violations 0 \
    p_per_area_mw_per_mm2 473.0 \
    ant_nets 0 \
    core-area_sq_mm 0.004058 \
    rr_endpoint "por_cfg_cnt[1]$_DFFE_PN0P_" \
    final_cell_area_sq_mm 0.002973 \
    antenna_found_initial 0 \
    crit_fanout 7 \
    min_to "spi_en_s_r[1]$_DFF_PN0_" \
    dieArea_sq_mm 0.004570 \
    finClkSkew_ps 8.965 \
    drt_first_pass_iters 4 \
    synth_cells 182 \
    ys_seq_share_pct 60.87 \
    setup.worst_path.end_class "flop" \
    final.setup.tns_ps 0 \
    place.port_buffers 71 \
    yosys_area_sq_mm 0.002152 \
    wl_per_cell_um 15.11 \
    hp-start "spi_en_s_r[0]$_DFF_PN0_" \
    worstReg2RegStart "por_cfg_state[0]$_DFF_PN1_" \
    rsz0062_at_grt "no" \
    drive_gt1_share_pct 8.171 \
    holdCritPathClass "reg -> reg" \
    io_pins 89 \
    min_path_cells 0 \
    ys_warn_count 3 \
    drt_wl_total_mm 4.638 \
    mi_logic_area_sq_um 711.9 \
    grt_use_total_pct 22.49 \
    cts_tree "yes" \
    ys_cells 182 \
    ys_ff 52 \
    maxCapViolCount 0 \
    path_clk_slew_ps 80 \
    static-leakage-power_nw 1.352 \
    reg2regPathDepth 2 \
    diodes 0 \
    routed_via_density 5.208 \
    fp_util_pct 53.04 \
    seq_area_sq_mm 0.001310 \
    postCtsSetupBuffers 0 \
    reg2reg_setup_slack_ps 1670 \
    cts_resized 0 \
    fin_util_pct 73.27 \
    fillerInstances 266 \
    grt_max_degree 38 \
    grt_pass1_vias 1523 \
    worst_pin_slew_ps 796.4 \
    final-max-slew-violation-count 0 \
    dpl.hpwl_mm 3.432 \
    drtIter0Drc 95 \
    num_vias 1599 \
    cts_sinks 52 \
    crit_required_ps 3190 \
    grt_pass1_wl_mm 7.148 \
    tool_warnings 27 \
    critPathKind "in -> reg" \
    synthDistinctLibCells 36 \
    cp.arrival_ps 1990 \
    syn_to_final_growth_pct 38.14 \
    peakVddDrop_mv 0.4253 \
    cp-start-kind "input pin" \
    finalHoldViolCount 0 \
    place_congestion 0.8358 \
    drc 0 \
    syn-cell-area_sq_mm 0.002152 \
    placementRows 23 \
    placed_area_sq_mm 0.002816 \
    overflow 0 \
    slew_headroom_pct 46.91 \
    die-height_um 67.61 \
    die_w_um 67.61 \
    synth_area_per_cell_sq_um 11.82 \
    hold_buffers 0 \
]
cells in the mapped netlist:
master | instances | area [sq um]
dfrtp_1 | 45 | 1126
buf_4 | 16 | 120.1
nand2_1 | 16 | 60.06
o21ai_0 | 16 | 80.08
mux2i_1 | 11 | 110.1
nor2_1 | 8 | 30.03
dfstp_2 | 7 | 183.9
nor4b_1 | 6 | 52.55
inv_1 | 5 | 18.77
a22o_1 | 4 | 35.03
and2_1 | 4 | 25.02
nor3_1 | 4 | 20.02
a21o_1 | 3 | 22.52
clkbuf_1 | 3 | 11.26
nand3_1 | 3 | 15.01
nand4_1 | 3 | 18.77
buf_2 | 2 | 10.01
buf_6 | 2 | 22.52
conb_1 | 2 | 7.510
nand3b_1 | 2 | 15.01
nor4_1 | 2 | 12.51
nor4bb_1 | 2 | 20.02
o21a_1 | 2 | 15.01
or3_1 | 2 | 12.51
a2111o_1 | 1 | 11.26
a21oi_1 | 1 | 5.000
a221o_1 | 1 | 10.01
a31oi_1 | 1 | 6.260
and3_1 | 1 | 6.260
ha_1 | 1 | 12.51
mux2_4 | 1 | 15.01
nand2b_1 | 1 | 6.260
o21ai_1 | 1 | 5.000
o311a_1 | 1 | 10.01
or4_4 | 1 | 11.26
xnor2_1 | 1 | 8.760
power by group:
part,switching (mW),internal (mW),leakage [nW]
logic,0.0408,0.0939,0.612
clock network,0.221,0.331,0.0781
registers,0.0121,0.706,0.662
total,0.274,1.13,1.35
stage by stage:
| step | worst slack, ps | power [mW] | instances | hold WS [ps] |
|---|---|---|---|---|
| 4_1_cts | 1195 | 1.422 | 307 | 354.4 |
| 2_1_floorplan | 1580 | 0.7631 | 196 | 324.4 |
| 3_5_place_dp | 868.0 | 0.8670 | 295 | 336.3 |
| 3_3_place_gp | 922.5 | 0.8651 | 295 | 334.5 |
| 6_report | 1198 | 1.406 | 307 | 351.6 |
| 5_1_grt | 1098 | 1.462 | 307 | 358.6 |
worst max-delay path, cell delays in order:
cell             delay, ps
clkdlybuf4s50_1        690
nand2b_1               350
mux2i_1                240
o21ai_0                 90
placed cells by master (no fill, tap or decap), types with 2 or more instances in the layout:
cell             synthesis  layout
mux2i_1                 11      11
clkbuf_1                 3       2
nor2_1                   8       8
o21ai_0                 16      16
and2_1                   4       4
clkdlybuf4s50_1          0      70
nand2_1                 16      16
nand3_1                  3       3
o21a_1                   2       2
or3_1                    2       2
nor4_1                   2       2
nor4b_1                  6       6
nor4bb_1                 2       2
inv_1                    5       5
a21o_1                   3       3
clkbuf_8                 0       8
nand4_1                  3       3
nand3b_1                 2       2
a22o_1                   4       4
dfstp_2                  7       7
nor3_1                   4       4
dfrtp_1                 45      45
conb_1                   2      16
state kept, by name, indices dropped and copies added (netlist names), 2 cells and up:
name	flops
spi_en_s_r	2
por_test_en_r	2
ee_op	11
spi_en_s_val_r	2
por_cfg_cnt	4
por_spi_sr	4
por_addr_low	2
por_cfg_state	16
worst max-delay path by stage:
| stage | start | to | slack, ps | depth (start not counted) |
|---|---|---|---|---|
| 4_1_cts | iic_opt_reg_wr[0] | ee_op[10]$_DFFE_PN0P_ | 1190 | 4 |
| 5_1_grt | por_ee_data_e2l[2] | por_addr_low[1]$_DFFE_PN0P_ | 1100 | 5 |
| 6_report | iic_opt_reg_wr[0] | ee_op[9]$_DFFE_PN0P_ | 1200 | 4 |
layout make-up:
cell class	count	share of cell area [%]
flip-flops and latches	52	44.07
repair buffers	72	23.99
multi-input cells	116	23.95
clock buffers	10	3.956
well taps	50	2.104
clock inverters	2	1.305
inverters	5	0.6313
kinds of logic (layout without fill, tap and decap cells):
family	Yosys count	in the layout	share of synthesized area, %
xor+xnor	1	1	0.4071
compound gates	31	31	9.302
other cells	2	16	0.3490
fa+ha+maj	1	1	0.5813
simple gates	55	55	14.19
mux	12	12	5.814
buf+inv	28	89	8.489
flops	52	52	60.87
per-layer routing:
metal  share of wire (%)  up-vias  track usage, %
li1                    -      756               -
met1                  45      751           37.57
met2                  43       86           32.67
met3                 9.9        6           5.651
met4                 1.2        0           3.457
met5                   0        -               0
Power figures rest on the tool's default switching activity, not on a simulated workload.
